==> flow/design.v <==
module ALU_16bit(
    input [15:0] A,                
    input [15:0] B,                
    input [3:0] opcode,
    output reg [15:0] result,
    output reg zero
  );
  always @(*)
  begin
    case(opcode)
      4'b0000:
        result = A + B;
      4'b0001:
        result = A - B;
      4'b0010:
        result = A * B;
      4'b0011:
        result = A & B;
      4'b0100:
        result = A | B;
      4'b0101:
        result = A ^ B;
      4'b0110:
        result = (A>B)?1:0;
      4'b0111:
        result = (A<B)?1:0;
      4'b1001:
        result = A;
      default:
        result = 16'h0;
    endcase
    if (result == 16'h0)
      zero = 1;
    else
      zero = 0;
  end
endmodule
==> flow/run.sh <==
#!/bin/bash
# OpenROAD 26Q1-2900-gdf79404cd8, Yosys 0.63+post, stock flow scripts
make -C /OpenROAD-flow-scripts/flow DESIGN_CONFIG=/design/flow/config.mk WORK_HOME=/design/flow/orfs finish
==> flow/config.mk <==
export PLATFORM = sky130hd
export DESIGN_NAME = ALU_16bit
export DESIGN_NICKNAME = ALU_16bit
export VERILOG_FILES = /design/flow/design.v
export SDC_FILE = /design/flow/constraint.sdc
export NUM_CORES = 4
export LEC_CHECK = 1
export CORE_UTILIZATION = 30
==> flow/constraint.sdc <==
current_design ALU_16bit

set clk_period 15.1
set clk_io_pct 0.2

create_clock -name clk0 -period $clk_period

set non_clock_inputs [all_inputs -no_clocks]
set_input_delay [expr $clk_period * $clk_io_pct] -clock clk0 $non_clock_inputs
set_output_delay [expr $clk_period * $clk_io_pct] -clock clk0 [all_outputs]
==> GITHUB_STEP_SUMMARY <==
### Yosys + OpenROAD results

| Metric | Value |
|---|---|
| Run status | finished, final reports clean |
| Library cell with the largest summed area after synthesis | fa_1 |
| Register area share after synthesis | 0% |
| Worst-case headroom to the max-slew limit | a little under two fifths |
| Final worst slack | 1.67 ns |
| Worst hold start | A[14] |
| Count of max-cap constraint violations | 0 |
| Number of fill cells | 2182 |
| Relative area change from synthesis to final layout | 12.8% |
| Routed length per placed instance | 18.3 microns |
| Vertical die dimension | 149 microns |
| Share of Yosys cell area claimed by the top area cell type | 25.2% |
| Post-route DRC | 0 |
| Overflow after GRT | 0 |
| Hold crit path type | input pin to output port |
| RePlAce Congestion | 0.945 |
| Hold buffers post-CTS | 0 |
| Number of gates resized after cts | 0 |
| Die W | around 150 microns |
| Design area | 0.00727 sq mm |
| Starting density of the core | 30.7% |
| Design Power | between 800 and 900 uW |
| Period Utilization, post-route | between 80% and 90% |
| Critical Path AT | around 10 ns |
| Delay of the slowest critical-path stage | between 0.8 and 0.9 ns |
| Yosys warning tally | 1 |
| Crit path time final | 13.43 ns |
| Most common cell type on the critical path | fa_1 |
| Summed instance area of the synthesized netlist | about 0.0064 sq mm |
| Setup crit end kind | output port |
| Layout Utilization | 34.6% |
| Overall routed net length | 20.9 mm |
| First DRT Iteration DRCs | 441 |
| Number of placed instances with taps included | 1139 |
| Sequential Area | 0 sq um |
| Worst-path fanout max | 11 |
| Yosys cell count | ~840 |
| Total Negative Setup Slacks | 0 ns |
| Tally of clock buffers in the finished layout | 0 |
| Kind of start point of the critical path | input pin |
| Standard cell core area | about 0.021 sq mm |
| Final Non-Filler Cells | roughly 1100 |
| Data required, critical path | 12.08 ns |
| Number of failing hold endpoints at the final stage | 0 |
| Tool Warnings | between 60 and 70 |
| Reported leakage power | 3.45 nW |
| Worst vdd rail ir drop | 0.120 mV |
| Dominant logic cell type in the layout | inv_1 |
| Cell depth of the worst min-delay path | 5 |
| Ratio of cells with drive above 1 in the final layout | 3.59% |
| Maximum number of pins on one net before global-route repair | 20 |
| Buffers added on ports | 53 |
| Placement Cell Area | 0.00727 sq mm |
| Synthesized instance count | 835 |
| Total number of vias | 6041 |
| Power Dens Cells | 122 mW/mm^2 |
| Number of top-level pins | between 50 and 60 |
| Transition time at the pin with the least slew margin | 0.935 ns |
| Fmax | approximately 74 MHz |
| Std-Cell Rows | 53 |
| Initial antenna violation count | 0 |
| Crit path max-delay cell type | clkdlybuf4s50_1 |
| Synthesized area divided by synthesized cell count | 7.72 sq um |
| Wire length of the first global-routing pass | between 30 and 40 mm |
| Type of the setup path with the least slack | input pin to output port |
| All-layer global routing usage | 20.2% |
| Top cells excl fill/tap | 156 x inv_1, 99 x ha_1, 95 x nor2_1 |
| Count of different cell masters after synthesis | 69 |
| Biggest area cells | fa_1 25%, ha_1 19%, inv_1 9.1% |
| DP Wirelength | 17.0 mm |
| Worst Hold End | zero |
| Die area | 0.0221 sq mm |
| Setup violation total in the final timing report | 0 |
| Hold Worst Slack | between 7 and 8 ns |
| Antenna cells | 0 |
| Post-synthesis chip area from yosys | 0.00644 sq mm |
| Flops | 0 |
| Iteration count of the initial detailed-routing pass | 5 |
| Total count of max-transition violations in the final report | 0 |
| Post-CTS Repair Setup Buffers | 0 |
| Number of global-route vias before repair | 5910 |
| Unrepaired setup endpoints after global routing | no |
| Critical-path cell list | clkdlybuf4s50_1, clkinv_1, nor2_1, fa_1, fa_1, ha_1, fa_1, inv_1, fa_1, fa_1, inv_1, ha_1, or3_1, o32ai_1, o21ai_0, xnor2_1, o21ai_0, a211o_1, or3b_1, nor4_2, clkdlybuf4s50_1 |
| Antenna-violating nets left | 0 |
| Setup slack after placement | roughly 1.7 ns |
| Mean number of vias per cell | 5.30 |
==> power breakdown <==
| group | internal, mW | leakage (nW) | switching, mW |
|---|---|---|---|
| logic | 0.404 | 3.45 | 0.487 |
| clock network | 0 | 0 | 0 |
| registers | 0 | 0 | 0 |
| total | 0.404 | 3.45 | 0.487 |
==> worst max-delay path, delay by kind of cell <==
kind | cells | cell delay [ns]
compound gates | 4 | 1.16
simple gates | 4 | 1.20
fa+ha+maj | 7 | 2.78
xor+xnor | 1 | 0.21
buf+inv | 5 | 2.01
==> synth_stat cells, types with 6 or more instances <==
library cell and count:
buf_2 13, a31oi_1 13, nand3_1 7, o21ai_0 22, clkbuf_1 17, o211ai_1 7, inv_1 156, ha_1 99
nand2b_1 7, nand2_1 82, a221oi_1 11, a211oi_1 10, fa_1 81, a21oi_1 26, or2_2 6, a22oi_1 6
nor4_1 9, a21o_1 14, o21bai_1 6, xor2_1 8, o21a_1 8, xnor2_1 30, a221o_1 10, nor2_1 95
==> layout make-up <==
cell class                      count  area [sq um]  share of cell area (%)
Inverter                          161           604                    8.31
Multi-Input combinational cell    642          5730                    78.8
Tap cell                          275           344                    4.73
Timing Repair Buffer               61           591                    8.12
==> how the worst max path moves through the flow <==
stage | from | depth (start not counted) | slack, ns | endpoint
4_1_cts | A[1] | 21 | 1.67 | zero
5_1_grt | A[1] | 21 | 1.29 | zero
6_report | A[1] | 21 | 1.67 | zero
==> per-layer routing <==
metal / share of wire (%) / global-route usage, % / vias up
met1: 45 / 30.4 / 2889
li1: - / - / 2858
met4: 1.3 / 2.94 / 0
met5: 0 / 0 / -
met2: 44 / 30.3 / 270
met3: 10 / 4.95 / 24
==> kinds of logic (layout without fill, tap and decap cells) <==
kind of cell               after synthesis  after routing  share of synthesized area (%)
xor gates and xnor gates                39             39                           5.51
buffers and inverters                  193            222                           11.6
and+or+nand+nor                        239            239                           16.8
AOI/OAI and AO/OA                      182            182                           21.4
adders and majority gates              180            180                           44.4
muxes                                    2              2                          0.311
No activity file was given, so power comes from the tool's default toggle rates.
