$ cat design/flow/design.v
module top_32bit_tb;
  reg  clk = 1'b0;
  reg  we = 1'b0;
  reg  reset = 1'b0;
  reg [31:0] data;
  reg [1:0] p_sel = 2'b00;
  reg [31:0] P0 = 32'd0;
  reg [31:0] P1 = 32'd0;
  wire [31:0] P0_out;
  wire [31:0] P1_out;
  wire [31:0] data_out;
  top_32bit  U0 (
               .clk(clk),
               .we(we),
               .reset(reset),
               .data(data),
               .p_sel(p_sel),
               .P0(P0),
               .P1(P1),
               .P0_out(P0_out),
               .P1_out(P1_out),
               .data_out(data_out)
             );
  always #5     clk = ! clk ;
  initial
  begin
    U0.U7.R0.reg_data = 32'b0_0000000000000000000000000000010;
    U0.U7.R1.reg_data = 32'b0_0000000000000000000000000000001;
    U0.U7.R2.reg_data = 32'd0;
    U0.U7.R3.reg_data = 32'd0;
    U0.U7.R4.reg_data = 32'd0;
    U0.U7.R5.reg_data = 32'd0;
    U0.U7.R6.reg_data = 32'd0;
    U0.U7.R7.reg_data = 32'd0;
  end
endmodule
module top_32bit(
    input                           clk,                             
    input                           we,                              
    input                           reset,                           
    input       [31:0]              data,                            
    input       [1:0]               p_sel,
    input       [31:0]              P0,
    input       [31:0]              P1,
    output      [31:0]              P0_out,
    output      [31:0]              P1_out,
    output      [31:0]              data_out
  );
  wire          [4:0]               addr,addr_reg;
  wire          [31:0]              instr,instr_reg;
  wire          [3:0]               op;
  wire          [2:0]               rs,rA,rB;
  wire                              jz;
  wire          [4:0]               start,end_addr;
  wire          [31:0]              out_ALU,out_A,out_B;
  AddrGen  U1(
             .clk(clk),
             .reset(reset),
             .jz(1'b0),
             .start(5'd0),
             .end_addr(5'd31),
             .count(addr)
           );
  register_5bit  U2 (
                   .clk(clk),
                   .rst(reset),
                   .din(addr),
                   .en(1'b1),
                   .dout(addr_reg)
                 );
  ProgramMem  U3(
                .clk(clk),
                .we(we),
                .data(data),
                .addr(addr_reg),
                .data_out(instr)
              );
  register_32bit  U4 (
                    .clk(clk),
                    .reset(reset),
                    .enable(1'b1),
                    .data_in(instr),
                    .data_out(instr_reg)
                  );
  inst_fetch  U5 (
                .instr(instr_reg),
                .op(op),
                .rs(rs),
                .rA(rA),
                .rB(rB),
                .jz(jz),
                .start(start),
                .end_addr(end_addr)
              );
  RegBank  U7 (
             .clk(clk),
             .reset(reset),
             .data_in(out_ALU),
             .p_sel(p_sel),
             .sel(rs),
             .sel_A(rA),
             .sel_B(rB),
             .P0(P0),
             .P1(P1),
             .out_A(out_A),
             .out_B(out_B),
             .P0_out(P0_out),
             .P1_out(P1_out)
           );
  ALU_32bit  U6 (
               .A(out_A),
               .B(out_B),
               .opcode(op),
               .result(out_ALU)
             );
endmodule
module ProgramMem (
    input                           clk,                             
    input                           we,                              
    input [31:0]                    data,                            
    input [4:0]                     addr,                            
    output [31:0]                   data_out                         
  );
  reg [31:0] memory [31:0];                                          
  initial
  begin
    memory[0] = 32'b0000_010_000_001_0000000000000000000;
    memory[1] = 32'b0001_010_000_001_0000000000000000000;
    memory[2] = 32'b0010_010_000_001_0000000000000000000;
    memory[3] = 32'b1001_010_000_001_0000000000000000000;
  end
  reg [4:0] addr_reg;
  always @(posedge clk)
  begin
    if(we)
      memory[addr] <= data;
    addr_reg <= addr;
  end
  assign data_out = memory[addr_reg];
endmodule
module AddrGen (
    input clk,                                                       
    input reset,                                                     
    input jz,
    input [4:0]start,
    input [4:0]end_addr,
    output [4:0] count                                               
  );
  reg [4:0] counter = 5'd0;
  reg [4:0] R0 = 5'd15;
  reg [4:0] R1 = 5'd0;
  always @(posedge clk)
  begin
    if (reset)
      counter <= 5'b00000;
    else
      counter <= counter + 5'd1;
    if(jz)
    begin
      counter <= start;
      R0 <= end_addr;
      R1 <= counter;
    end
    if(counter == R0)
    begin
      counter <= R1;
    end
  end
  assign count = counter;
endmodule
module register_5bit(
    input clk,        
    input rst,        
    input [4:0] din,  
    input en,         
    output [4:0] dout  
  );
  reg [4:0] reg_data;
  always @(posedge clk or posedge rst)
  begin
    if (rst)
    begin
      reg_data <= 5'd0;  
    end
    else if (en)
    begin
      reg_data <= din;  
    end
  end
  assign dout = reg_data;
endmodule
module register_32bit (
    input wire clk,          
    input wire reset,        
    input wire enable,       
    input wire [31:0] data_in,  
    output [31:0] data_out  
  );
  reg [31:0] reg_data;
  always @(posedge clk or posedge reset)
  begin
    if (reset)
    begin
      reg_data <= 32'b0;
    end
    else if (enable)
    begin
      reg_data <= data_in;
    end
  end
  assign data_out = reg_data;
endmodule
module inst_fetch(
    input [31:0] instr,
    output [3:0] op,
    output [2:0] rs, rA, rB,
    output jz,
    output [4:0] start, end_addr
  );
  assign op = instr[31:28];
  assign rs = instr[27:25];
  assign rA = instr[24:22];
  assign rB = instr[21:19];
  assign jz = instr[0];
  assign start = instr[5:1];
  assign end_addr = instr[10:6];
endmodule
module ALU_32bit(
    input [31:0] A,                
    input [31:0] B,                
    input [3:0] opcode,
    output reg [31:0] result
  );
  wire [31:0] w2;
  vedic_multiplier_16bit n0(
              .A(A[15:0]),
              .B(B[15:0]),
              .product(w2)
  );
  always @(*)
  begin
    case(opcode)
      4'b0000:
        result = A + B;
      4'b0001:
        result = A - B;
      4'b0010:
        result = w2;
      4'b0011:
        result = A & B;
      4'b0100:
        result = A | B;
      4'b0101:
        result = A ^ B;
      4'b0110:
        result = (A>B)?1:0;
      4'b0111:
        result = (A<B)?1:0;
      4'b1001:
        result = A;
      default:
        result = 32'd0;
    endcase
  end
endmodule
module RegBank(
    input clk,
    input reset,
    input [31:0] data_in,     
    input [1:0] p_sel,
    input [2:0] sel,
    input [2:0] sel_A,
    input [2:0] sel_B,
    input [31:0] P0,
    input [31:0] P1,
    output [31:0] out_A,      
    output [31:0] out_B,      
    output [31:0] P0_out,    
    output [31:0] P1_out    
  );
  wire [31:0]w0,w1,w2,w3,w4,w5,w6,w7,w0_p0,w1_p1;   
  wire [7:
        0]Reg_EN;
  decoder_3to8  decoder_3to8_inst (
                  .input_A(sel),
                  .y(Reg_EN)
                );
  assign w0_p0 = p_sel[0] ? data_in : P0;
  assign w1_p1 = p_sel[1] ? data_in : P1;
  register_32bit  R0 (
                    .clk(clk),
                    .reset(reset),
                    .enable(Reg_EN[0]),
                    .data_in(w0_p0),
                    .data_out(w0)
                  );
  register_32bit  R1 (
                    .clk(clk),
                    .reset(reset),
                    .enable(Reg_EN[1]),
                    .data_in(w1_p1),
                    .data_out(w1)
                  );
  register_32bit  R2 (
                    .clk(clk),
                    .reset(reset),
                    .enable(Reg_EN[2]),
                    .data_in(data_in),
                    .data_out(w2)
                  );
  register_32bit  R3 (
                    .clk(clk),
                    .reset(reset),
                    .enable(Reg_EN[3]),
                    .data_in(data_in),
                    .data_out(w3)
                  );
  register_32bit  R4 (
                    .clk(clk),
                    .reset(reset),
                    .enable(Reg_EN[4]),
                    .data_in(data_in),
                    .data_out(w4)
                  );
  register_32bit  R5 (
                    .clk(clk),
                    .reset(reset),
                    .enable(Reg_EN[5]),
                    .data_in(data_in),
                    .data_out(w5)
                  );
  register_32bit  R6 (
                    .clk(clk),
                    .reset(reset),
                    .enable(Reg_EN[6]),
                    .data_in(data_in),
                    .data_out(w6)
                  );
  register_32bit  R7 (
                    .clk(clk),
                    .reset(reset),
                    .enable(Reg_EN[7]),
                    .data_in(data_in),
                    .data_out(w7)
                  );
  mux_8to1  U0 (
              .input_0(w0),
              .input_1(w1),
              .input_2(w2),
              .input_3(w3),
              .input_4(w4),
              .input_5(w5),
              .input_6(w6),
              .input_7(w7),
              .select(sel_A),
              .output_Y(out_A)
            );
  mux_8to1  U1 (
              .input_0(w0),
              .input_1(w1),
              .input_2(w2),
              .input_3(w3),
              .input_4(w4),
              .input_5(w5),
              .input_6(w6),
              .input_7(w7),
              .select(sel_B),
              .output_Y(out_B)
            );
  assign P0_out = w0;
  assign P1_out = w1;
endmodule
module mux_8to1 (
    input [31:0] input_0,
    input [31:0] input_1,
    input [31:0] input_2,
    input [31:0] input_3,
    input [31:0] input_4,
    input [31:0] input_5,
    input [31:0] input_6,
    input [31:0] input_7,
    input [2:0] select,
    output reg [31:0] output_Y
  );
  always @*
  begin
    case(select)
      3'b000:
        output_Y = input_0;
      3'b001:
        output_Y = input_1;
      3'b010:
        output_Y = input_2;
      3'b011:
        output_Y = input_3;
      3'b100:
        output_Y = input_4;
      3'b101:
        output_Y = input_5;
      3'b110:
        output_Y = input_6;
      3'b111:
        output_Y = input_7;
      default:
        output_Y = 8'b0;
    endcase
  end
endmodule
module decoder_3to8 (
    input wire [2:0] input_A,          
    output reg [7:0] y                 
  );
  always @*
  begin
    case(input_A)
      3'b000:
        y = 8'b00000001;
      3'b001:
        y = 8'b00000010;
      3'b010:
        y = 8'b00000100;
      3'b011:
        y = 8'b00001000;
      3'b100:
        y = 8'b00010000;
      3'b101:
        y = 8'b00100000;
      3'b110:
        y = 8'b01000000;
      3'b111:
        y = 8'b10000000;
      default:
        y = 8'b00000000;  
    endcase
  end
endmodule
module Reg_16_bit (
    input clk,                       
    input reset,                     
    input enable,                    
    input [15:0] data_in,            
    output [15:0] data_out           
  );
  reg [15:
       0] reg_data;               
  always @(posedge clk or posedge reset)
  begin
    if (reset)
      reg_data <= 16'd0;   
    else if (enable)
      reg_data <= data_in;
  end
  assign data_out = reg_data;
endmodule
module vedic_multiplier_16bit(
    input [15:0] A,  
    input [15:0] B,  
    output [31:0] product  
);
    wire [15:0] p0, p1, p2, p3;
    wire [7:0] A1, A0, B1, B0;
    assign A1 = A[15:8];
    assign A0 = A[7:0];
    assign B1 = B[15:8];
    assign B0 = B[7:0];
    vedic_multiplier_8bit VM0 (.A(A0), .B(B0), .product(p0));
    vedic_multiplier_8bit VM1 (.A(A1), .B(B0), .product(p1));
    vedic_multiplier_8bit VM2 (.A(A0), .B(B1), .product(p2));
    vedic_multiplier_8bit VM3 (.A(A1), .B(B1), .product(p3));
    wire [23:0] sum1, sum2, sum3;
    assign sum1 = {8'b0, p0[15:0]};
    assign sum2 = {p1[15:0], 8'b0} + {p2[15:0], 8'b0};
    assign sum3 = {p3[15:0], 16'b0};
    assign product = sum1 + sum2 + sum3;
endmodule
module vedic_multiplier_8bit(
    input [7:0] A,  
    input [7:0] B,  
    output [15:0] product  
);
    wire [7:0] p0, p1, p2, p3;
    wire [3:0] A1, A0, B1, B0;
    assign A1 = A[7:4];
    assign A0 = A[3:0];
    assign B1 = B[7:4];
    assign B0 = B[3:0];
    vedic_multiplier_4bit VM0 (.A(A0), .B(B0), .product(p0));
    vedic_multiplier_4bit VM1 (.A(A1), .B(B0), .product(p1));
    vedic_multiplier_4bit VM2 (.A(A0), .B(B1), .product(p2));
    vedic_multiplier_4bit VM3 (.A(A1), .B(B1), .product(p3));
    wire [11:0] sum1, sum2, sum3;
    assign sum1 = {4'b0, p0[7:0]};
    assign sum2 = {p1[7:0], 4'b0} + {p2[7:0], 4'b0};
    assign sum3 = {p3[7:0], 8'b0};
    assign product = sum1 + sum2 + sum3;
endmodule
module vedic_multiplier_4bit(
    input [3:0] A,  
    input [3:0] B,  
    output [7:0] product  
);
    wire [3:0] p0, p1, p2, p3;
    wire [1:0] A1, A0, B1, B0;
    assign A1 = A[3:2];
    assign A0 = A[1:0];
    assign B1 = B[3:2];
    assign B0 = B[1:0];
    vedic_multiplier_2bit VM0 (.A(A0), .B(B0), .product(p0));
    vedic_multiplier_2bit VM1 (.A(A1), .B(B0), .product(p1));
    vedic_multiplier_2bit VM2 (.A(A0), .B(B1), .product(p2));
    vedic_multiplier_2bit VM3 (.A(A1), .B(B1), .product(p3));
    wire [5:0] sum1, sum2, sum3;
    assign sum1 = {2'b0, p0[3:0]};
    assign sum2 = {p1[3:0], 2'b0} + {p2[3:0], 2'b0};
    assign sum3 = {p3[3:0], 4'b0};
    assign product = sum1 + sum2 + sum3;
endmodule
module vedic_multiplier_2bit(
    input [1:0] A,  
    input [1:0] B,  
    output [3:0] product  
);
    assign product = A * B;  
endmodule
$ cat design/flow/run.sh
#!/bin/bash
# OpenROAD 26Q1-2900-gdf79404cd8, Yosys 0.63+post, stock flow scripts
make -C /OpenROAD-flow-scripts/flow DESIGN_CONFIG=/design/flow/config.mk WORK_HOME=/design/flow/orfs finish
$ cat design/flow/config.mk
export PLATFORM = sky130hd
export DESIGN_NAME = top_32bit
export DESIGN_NICKNAME = top_32bit
export VERILOG_FILES = /design/flow/design.v
export SDC_FILE = /design/flow/constraint.sdc
export NUM_CORES = 4
export LEC_CHECK = 1
export CORE_UTILIZATION = 50
$ cat design/flow/constraint.sdc
current_design top_32bit

set clk_period 15.6
set clk_io_pct 0.2

create_clock -name clk0 -period $clk_period [get_ports {clk}]

set non_clock_inputs [all_inputs -no_clocks]
set_input_delay [expr $clk_period * $clk_io_pct] -clock clk0 $non_clock_inputs
set_output_delay [expr $clk_period * $clk_io_pct] -clock clk0 [all_outputs]
==> datasheet_impl.txt <==
Table: implementation figures

Parameter                              Value

Outcome
  Result of the run    completed

STA
  Final hold viol count    0
  Top achievable clock speed    roughly 100 MHz
  Setup clock skew after layout    approximately 0.047 ns
  Setup-violating endpoint count in the final report    0
  Actual slew at the worst max-slew pin    approximately 0.96 ns
  Crit path time final    roughly 10 ns
  Max-slew headroom at the worst pin    0.3631
  Summed negative setup slack over all endpoints    0 ns
  RSZ-0062 raised after global routing    no
  Ratio of final minimum period to clock period    0.6532
  Max-slew violations    0

Clocking
  CTS sink cnt    roughly 700
  Buffer type at the clock tree root    sky130_fd_sc_hd__clkbuf_16
  Number of hold buffers added after CTS    0
  Maximum level of the CTS H-tree    3
  Clock tree from TritonCTS    built
  Clock insertion delay at the later pin of the skew report    about 0.65 ns
  Count of buffers added by post-CTS timing repair for setup    0
  CTS buffer count    about 75
  Clock Pin Slew Worst Setup and Hold Paths    ~0.060 ns
  Post-cts resize count    0
  Maximum clock path buffer count    3

Global route
  Number of global-route vias before repair    32140
  Maximum number of pins on one net before global-route repair    roughly 94
  Overflow left after global routing    0
  Global-route wire length before repair    about 200000 um
  GRT Util Overall    0.3221
  Number of antenna violations at the first check in global routing    2

Route
  Number of vias in the routed layout    roughly 32000
  WL final    between 100000 and 150000 um
  Average wire per cell in the routed design    between 20 and 25 um
  Iter 0 DRT Violations    between 2000 and 2500
  1st-pass router iterations    6
  Number of vias per cell after detailed routing    between 6 and 7
  Number of antenna-violating nets in the routed design    0
  # DRC    0

Cells and area
  Max reg flops    around 420
  Register containing the most flip-flops in the final layout    U3.memory
  Relative area change from synthesis to final layout    13.15%
  Share of final-layout standard cells stronger than drive strength 1    0.1413
  Fill cell instance count of the final layout    7238
  Finished Core Util    0.5704

Flow run
  Tool warning count    between 100 and 150
  Tally of max-capacitance violations    0

Place
  Count of input and output buffers    145
  Final HPWL DP    ~90000 um
  RD Place Congestion    slightly above 1

Yosys
  Area leader share    0.2861
  Yosys top cell by area    sky130_fd_sc_hd__edfxtp_1
  Most used standard cells in the synthesized netlist    sky130_fd_sc_hd__nor2_1, sky130_fd_sc_hd__edfxtp_1, sky130_fd_sc_hd__ha_1
  Number of warnings reported in the yosys synthesis log    39
  Compound-gate portion of the synthesized area    0.1498
  Portion of the post-synthesis area used by sequential elements    0.4477
  Yosys reg bits    around 700
  Commonest register cell after synthesis    sky130_fd_sc_hd__edfxtp_1
  Multiplexer share    0.1107
  Synth cell types    about 110
  Biggest area contributors in the synthesized netlist    sky130_fd_sc_hd__edfxtp_1, sky130_fd_sc_hd__dfrtp_1, sky130_fd_sc_hd__ha_1, sky130_fd_sc_hd__mux4_2, sky130_fd_sc_hd__nor2_1
  Number of cells in Yosys stat    3928
  Post-synthesis average cell area    between 10 and 15 sq um
  Post-synthesis share of cell area spent on and, or, nand and nor gates    0.09324
  Post-synthesis adder-cell area fraction    0.1181
  Combinational family with the most area after synthesis    AND-OR/OR-AND gates
  Yosys synthesis chip area    43660 sq um
  Count of library flops with an enable pin    approximately 420
  Synth top cell by count    sky130_fd_sc_hd__nor2_1
  Xor/xnor share of the synthesized area    0.03421
  Cell area after synthesis    about 44000 sq um
  Async SR Flop Fraction    0.3914
  Cell count after synthesis    roughly 3900

Setup path
  Worst R2R Setup Slack    5.41 ns
  Worst reg2reg endpoint    U7.R0.reg_data[21]
  Signal arrival time at the worst endpoint    roughly 11 ns
  Maximum fanout along the worst path    31
  Maximum single-stage delay on the critical path    0.71 ns
  Library cell contributing the largest single delay on the critical path    sky130_fd_sc_hd__dfrtp_4
  Most used cell, CP    sky130_fd_sc_hd__ha_1
  Startpoint type of the worst setup path    flip-flop
  Class of the most critical setup path    reg -> reg
  Worst-case reg-to-reg path depth    40
  Worst setup EP type    flip-flop
  WP data required    between 15 and 20 ns
  Launching point of the worst reg2reg path    U4.reg_data[19]

Floorplan
  Die H    between 200 and 300 um
  Cell row count    approximately 110
  I/O pin count    197
  FP Util    0.5041
  Area of the core    86620 sq um
  DIE WIDTH    slightly below 300 um
  Die area    88520 sq um

Worst hold path
  Worst hold path depth    0
  Source of the worst hold timing path    U1.counter[4]
  Worst Hold End    U2.reg_data[4]
  Hold Path Class    reg -> reg
==> kinds of logic after synthesis <==
logic type / count (synthesis)
AOI/OAI and AO/OA: 1004
xor gates and xnor gates: 165
adders and majority gates: 385
buffers and inverters: 475
DFF: 700
muxes: 273
other: 1
and+or+nand+nor: 925
==> final cells by class <==
type,count,area (sq um),share of cell area
diodes,1,2.502,0.00005065
clock inverters,37,515.5,0.01043
clock buffers,102,2101,0.04252
repair buffers,307,2670,0.05404
inverters,209,792.0,0.01603
flip-flops and latches,700,19570,0.3961
multi-input cells,2784,22310,0.4516
well taps,1155,1445,0.02925
==> how the worst max path moves through the flow <==
stage,start,to,slack [ns],depth (start not counted)
final,U4.reg_data[19],U7.R0.reg_data[21],5.41,40
after global routing,U4.reg_data[19],U7.R0.reg_data[22],4.88,45
after CTS,U4.reg_data[19],U7.R0.reg_data[21],5.48,40
==> critical path, delay by kind of cell, from the launching register on <==
kind                     cells  cell delay, ns
adder cells (fa/ha/maj)      9            3.10
AND-OR/OR-AND               13            2.85
buffers and inverters        7            1.56
XOR/XNOR                     4            0.74
flip-flops                   1            0.71
AND/OR/NAND/NOR              6            0.69
multiplexers                 1            0.38
==> per-layer routing <==
layer,up-vias,global-route usage,routed length [um]
li1,14720,-,-
met1,15520,0.4646,52280
met2,1399,0.4883,61820
met3,279,0.1084,12170
met4,4,0.1042,5394
met5,-,0,23
==> cell usage in the layout (no fill, tap or decap), types with 25 or more instances in the layout <==
cell and count:
sky130_fd_sc_hd__xnor2_1 96, sky130_fd_sc_hd__clkbuf_16 77, sky130_fd_sc_hd__nor3b_1 25, sky130_fd_sc_hd__xor2_1 65, sky130_fd_sc_hd__fa_1 45, sky130_fd_sc_hd__nor2_1 421
sky130_fd_sc_hd__o21ai_0 283, sky130_fd_sc_hd__ha_1 340, sky130_fd_sc_hd__mux2i_1 67, sky130_fd_sc_hd__conb_1 32, sky130_fd_sc_hd__a221oi_1 43, sky130_fd_sc_hd__nand2b_1 28
sky130_fd_sc_hd__o22ai_1 45, sky130_fd_sc_hd__nand2_1 284, sky130_fd_sc_hd__nor2b_1 35, sky130_fd_sc_hd__o221ai_1 37, sky130_fd_sc_hd__buf_4 161, sky130_fd_sc_hd__edfxtp_1 416
sky130_fd_sc_hd__clkdlybuf4s50_1 143, sky130_fd_sc_hd__a21oi_1 278, sky130_fd_sc_hd__dfrtp_1 268, sky130_fd_sc_hd__mux4_2 163, sky130_fd_sc_hd__inv_1 202, sky130_fd_sc_hd__a21o_1 60
sky130_fd_sc_hd__mux2_2 38
==> through the flow <==
step / hold slack, ns / instances / setup WS [ns] / area, sq um
2_1_floorplan: 0.3322 / 3959 / 4.928 / 43780
3_3_place_gp: 0.3354 / 5155 / 5.589 / 46790
3_5_place_dp: 0.3357 / 5155 / 5.545 / 46790
4_1_cts: 0.3441 / 5294 / 5.481 / 49400
5_1_grt: 0.3554 / 5294 / 4.881 / 49400
6_report: 0.3438 / 5295 / 5.409 / 49400
